### ./design.v
`timescale 1ns/1ps
module alu (
  input logic [WIDTH-1:0] opA,
  input logic [WIDTH-1:0] opB,
  input logic [4:0] opcode,
  output logic [WIDTH-1:0] result,
  output logic zero,
  output logic negative,
  output logic carry_out,
  output logic overflow
);
parameter WIDTH = 32;
always @(*)
begin
  case (opcode)
    4'b0000 : result = opA + opB;  
    4'b0001 : result = opA - opB;  
    4'b0010 : result = opA & opB;  
    4'b0011 : result = opA || opB;  
    4'b0100 : result = opA ^ opB;  
    4'b0101 : result = opA >> opB;  
    4'b0111 : result = opA << opB;  
    default : result = 0;
  endcase
end
assign zero = (result == 0);
assign result = result;
endmodule
### ./config.mk
export PLATFORM = sky130hd
export DESIGN_NAME = alu
export DESIGN_NICKNAME = alu
export VERILOG_FILES = /design/flow/design.v
export SDC_FILE = /design/flow/constraint.sdc
export NUM_CORES = 4
export LEC_CHECK = 1
export CORE_UTILIZATION = 40
### ./constraint.sdc
current_design alu

set clk_period 18.9
set clk_io_pct 0.2

create_clock -name clk0 -period $clk_period

set non_clock_inputs [all_inputs -no_clocks]
set_input_delay [expr $clk_period * $clk_io_pct] -clock clk0 $non_clock_inputs
set_output_delay [expr $clk_period * $clk_io_pct] -clock clk0 [all_outputs]
### ./run.sh
#!/bin/bash
# OpenROAD 26Q1-2900-gdf79404cd8, Yosys 0.63+post, stock flow scripts
make -C /OpenROAD-flow-scripts/flow DESIGN_CONFIG=/design/flow/config.mk WORK_HOME=/design/flow/orfs finish
==> GITHUB_STEP_SUMMARY <==
### Yosys + OpenROAD results

| Metric | Value |
|---|---|
| Crit path capture type | output pin |
| Number of warnings the tools reported | 33 |
| Worst Hold Path EP | result[2] |
| Placer's final routability congestion estimate | approximately 1.0 |
| Hold Path Cell Cnt | 6 |
| Leading post-synthesis cells by cell area | sky130_fd_sc_hd__mux4_2, sky130_fd_sc_hd__ha_1, sky130_fd_sc_hd__mux2i_1, sky130_fd_sc_hd__a21oi_1, sky130_fd_sc_hd__o21ai_0 |
| Post-Route M1 WL | 14500 um |
| Largest delay share family, worst path | simple AND/OR/NAND/NOR gates |
| Cell variety after synth | approximately 84 |
| Vias in the first global route | 8335 |
| Crit path cell chain | clkdlybuf4s50_1, nor4_1, nand2b_1, or4_1, nor3_1, nand2_1, or3_1, nand2_1, xor2_1, ha_1, a21oi_1, nor3_1, a221oi_1, nand2_1, a211oi_1, nand3_1, or4_1, or4_1, or4_1, nor3_2, clkdlybuf4s50_1 |
| Layout clock buffers | 0 |
| Most common logic cells in the final layout | sky130_fd_sc_hd__clkdlybuf4s50_1, sky130_fd_sc_hd__nor2_1, sky130_fd_sc_hd__nand2_1 |
| Yosys stat chip area | 7480 um2 |
| Part of the Yosys area used for sequential elements | 0% |
| Cell at the slowest stage of the critical path | sky130_fd_sc_hd__nor4_1 |
| Worst Max-Slew Pin Slew | a little over 0.8 ns |
| Core footprint | roughly 18000 um2 |
| Global-route wire length before repair | approximately 54000 um |
| Count of instantiated cells in the yosys netlist | 969 |
| Mean instance size in the synthesized netlist | between 7 and 8 um2 |
| Hold path startpoint | opB[2] |
| Dpl hpwl | about 29000 um |
| Resize count post-CTS | 0 |
| Ratio of cells with drive above 1 in the final layout | between 10 and 15% |
| F_max | slightly below 0.07 GHz |
| Number of antenna violations at the first check in global routing | 2 |
| Ports | 105 |
| Most frequent logic cell in the layout | sky130_fd_sc_hd__clkdlybuf4s50_1 |
| Crit path DRT | between 15 and 20 ns |
| Critical Path Fanout Max | 8 |
| Largest area contributor in the netlist | sky130_fd_sc_hd__mux4_2 |
| Outcome | completed |
| Final Max Tran Viols | 0 |
| Register area | 0 um2 |
| Routed WL | between 30000 and 40000 um |
| Number of cells produced by synthesis | between 900 and 1000 |
| Fraction of the cycle the final worst path needs | 76.7% |
| Cell with the most instances on the worst path | sky130_fd_sc_hd__or4_1 |
| Number of buffers inserted by port buffering | roughly 100 |
| Final setup vio count | 0 |
| Post-Place Worst Slack | 4.46 ns |
| Final-report hold violation count | 0 |
| Filler Cells Inserted | about 1800 |
| Number of max-cap violations | 0 |
| Pre-Repair DR Iteration Count | 21 |
| Final setup margin | 4.40 ns |
| DRC violations left | 0 |
| Max Used Layer | met5 |
| Initial DRC Count | around 700 |
| Worst-case vdd ir drop | about 0.018 mV |
| Buf+Inv Stages, Crit Path | 2 |
| Via-per-instance ratio | 7.03 |
| RSZ-0062 raised after global routing | false |
| Floorplan die height | around 140 um |
| Seq_cells | 0 |
| Wirelength per Cell | 28.9 um |
| Count of standard-cell rows | 49 |
| Pwr Density | around 28 nW/um2 |
| Post-CTS Setup Repair Bufs | 0 |
| Tmin final | roughly 14 ns |
| Summed negative setup slack over all endpoints | 0 ns |
| Horiz. Die Dim | roughly 140 um |
| Starting density of the core | between 40% and 50% |
| Total routing usage reported by global routing | 38.2% |
| Maximum number of pins on one net before global-route repair | ~55 |
| Min-delay worst type | in2out |
| Remaining Overflow, GRT | 0 |
| Cell Area, Synth | ~7500 um2 |
| Slowest stage delay, CP | between 0.6 and 0.7 ns |
| Area growth, synth to finish | 14.7% |
| Category of the worst setup path launch point | input port |
| Detailed-routed wire length on met2 | about 16000 um |
| Arrival time worst endpoint | 10.72 ns |
| Multi-input logic area | 7040 um2 |
| Area share of the leading cell type in the synthesized netlist | around 14% |
| Post-Route Utilization | between 40% and 50% |
| Routed length on met3 | 4080 um |
| ANT nets after route | 0 |
| Internal portion of total power | around 0.099 mW |
| Max transition margin | 44.2% |
| Kind of critical path | in2out |
| Via Count | roughly 8800 |
| Post-CTS Hold Fix Bufs | 0 |
| Synthesis warning total | 5 |
| Die outline area | about 19000 um2 |
| Static Leak | between 3 and 4 nW |
| Reported net switching power | ~0.14 mW |
| Switching power as a share of total power | between 50% and 60% |
## per-stage QoR
| stage | cells | hold slack, ns | cell area (um2) | power, mW |
|---|---|---|---|---|
| 2_1_floorplan | 971 | 7.71 | 7490 | 0.146 |
| 3_3_place_gp | 1251 | 8.69 | 8580 | 0.238 |
| 3_5_place_dp | 1251 | 8.68 | 8580 | 0.236 |
| 4_1_cts | 1251 | 8.70 | 8580 | 0.237 |
| 5_1_grt | 1251 | 8.76 | 8580 | 0.259 |
| 6_report | 1253 | 8.72 | 8590 | 0.242 |
## final cells by class
cell class / count / area share, %
Timing Repair Buffer: 126 / 13.8
Tap cell: 229 / 3.34
Multi-Input combinational cell: 877 / 81.9
Inverter: 19 / 0.831
Antenna cell: 2 / 0.0583
## power by group through the flow
| stage | Clock [mW] | Combinational [mW] | Sequential [mW] |
|---|---|---|---|
| after global routing | 0 | 0.259 | 0 |
| after CTS | 0 | 0.237 | 0 |
## cell usage after synthesis (19+ instances only)
| cell type | instances |
|---|---|
| sky130_fd_sc_hd__mux4_2 | 47 |
| sky130_fd_sc_hd__a21oi_1 | 66 |
| sky130_fd_sc_hd__o21ai_0 | 64 |
| sky130_fd_sc_hd__nor3_1 | 37 |
| sky130_fd_sc_hd__mux2i_1 | 40 |
| sky130_fd_sc_hd__nand3_1 | 24 |
| sky130_fd_sc_hd__mux2_2 | 20 |
| sky130_fd_sc_hd__nor4_1 | 19 |
| sky130_fd_sc_hd__xnor2_1 | 23 |
| sky130_fd_sc_hd__ha_1 | 64 |
| sky130_fd_sc_hd__xor2_1 | 20 |
| sky130_fd_sc_hd__clkbuf_1 | 44 |
| sky130_fd_sc_hd__nor2_1 | 84 |
| sky130_fd_sc_hd__nand2_1 | 81 |
## cells by family after synthesis
family / count (synthesis) / share of synthesized area (%)
other: 1 / 0.0501
and+or+nand+nor: 335 / 22.3
AOI/OAI and AO/OA: 312 / 28.9
xor gates and xnor gates: 43 / 5.03
buffers and inverters: 94 / 6.20
adders and majority gates: 65 / 11.0
muxes: 119 / 26.6
## tightest hold or removal path, cell delays in order
cell	delay, ns
sky130_fd_sc_hd__buf_2	0.17
sky130_fd_sc_hd__ha_1	0.15
sky130_fd_sc_hd__a222oi_1	0.10
sky130_fd_sc_hd__o41ai_1	0.08
sky130_fd_sc_hd__a311o_1	0.18
sky130_fd_sc_hd__clkdlybuf4s50_1	0.48
## worst max-delay path by stage
stage / start / endpoint / slack [ns] / cells past startpoint
CTS: opB[6] / zero / 4.43 / 21
global route: opB[6] / zero / 3.93 / 21
finish: opB[6] / zero / 4.40 / 21
## routing by layer
metal / GRT usage [%] / vias to the layer above
met2: 58.7 / 502
met4: 13.4 / 2
met3: 11.2 / 79
li1: - / 3990
met1: 51.8 / 4233
met5: 0 / -
Power is estimated from default activity; no workload was simulated.
