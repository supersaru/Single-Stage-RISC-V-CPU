[flow/config.mk]
export PLATFORM = sky130hd
export DESIGN_NAME = signext
export DESIGN_NICKNAME = signext
export VERILOG_FILES = /design/flow/design.v
export SDC_FILE = /design/flow/constraint.sdc
export NUM_CORES = 4
export LEC_CHECK = 1
export CORE_AREA = 10 10 70 70
export DIE_AREA = 0 0 80 80
[flow/constraint.sdc]
current_design signext

set clk_period 3.0
set clk_io_pct 0.2

create_clock -name clk0 -period $clk_period

set non_clock_inputs [all_inputs -no_clocks]
set_input_delay [expr $clk_period * $clk_io_pct] -clock clk0 $non_clock_inputs
set_output_delay [expr $clk_period * $clk_io_pct] -clock clk0 [all_outputs]
[flow/design.v]
`timescale 1ns/1ps
module signext (
    input logic [24:0] raw_src,
    input logic [2:0]  imm_source,
    output logic [31:0] immediate
);
always_comb begin
    case (imm_source)
        3'b000 : immediate = {{20{raw_src[24]}}, raw_src[24:13]};
        3'b001 : immediate = {{20{raw_src[24]}}, raw_src[24:18],raw_src[4:0]};
        3'b010 : immediate = {{20{raw_src[24]}}, raw_src[0],raw_src[23:18], raw_src[4:1],1'b0};
        3'b011 : immediate = {{12{raw_src[24]}}, raw_src[12:5], raw_src[13],raw_src[23:14],1'b0};
        3'b100 : immediate = {raw_src[24:5],12'b000000000000};
        default: immediate = 32'd0;
    endcase
end
endmodule
[flow/run.sh]
#!/bin/bash
# OpenROAD 26Q1-2900-gdf79404cd8, Yosys 0.63+post, stock flow scripts
make -C /OpenROAD-flow-scripts/flow DESIGN_CONFIG=/design/flow/config.mk WORK_HOME=/design/flow/orfs finish
==> flow_summary.ini <==
; implementation run metrics
[cells_and_area]
regArea_um2 = 0
clock_buffers = 0
drive_gt1_frac = 0.09701
ff_count = 0
fillers = 368
area_growth_pct = 139.2

[global_routing]
met2_usage = 0.1380
grt_use_met3 = 0.01591
grt_max_degree = 16
antenna_found_initial = 0
grt_pass1_wl_mm = 4.064
grt.busiest_layer = met2
grt-ovfl-total = 0
grt_pass1_vias = 695
track_usage = 0.07858
met1_usage = 0.1018

[synth]
yosysTopAreaCell = a21oi_1
ys_area_um2 = 494.2
yosys-top-cells-count = 16 x a21oi_1, 10 x a21o_1, 9 x nor2b_1
synth_cell_type_count = 18
top_area_frac = 0.1620
postSynthSeqShare = 0
top_cells_by_area = a21oi_1 16%, a21o_1 15%, mux2i_1 12%
syn_area_um2 = 494.2
yosys_warnings = 1
syn_inst = 73
syn_area_per_cell_um2 = 6.770
ys_cells = 73
most_common_cell = a21oi_1

[critical_path]
critPathLaunchType = input pin
critPathCapture = immediate[3]
crit_start = imm_source[1]
cp_slowest_stage_delay_ns = 0.53
crit_type = input pin to output port
crit_required_ns = 2.40
path_cells = clkdlybuf4s50_1 > buf_4 > xor2_4 > mux2i_1 > nor2_1 > clkdlybuf4s50_1
cp_common_cell = clkdlybuf4s50_1
cp_max_fo = 6
crit_arrival_ns = 2.26
crit_path_end_kind = output port
cpMaxStageDelayCell = clkdlybuf4s50_1

[floorplan]
fp_util = 0.1447
dieWidth_um = 80
ios = 60
core_um2 = 3416
rows = 21
die_h_um = 80
dieArea_um2 = 6400

[final_timing]
finalHoldViolCount = 0
worst_pin_slew_ns = 0.2857
whs_ns = 2.140
tns_ns = 0
rsz0062_at_grt = no
period_minus_slack_ns = 2.858
fin_ws_ns = 0.1424
max_freq_ghz = 0.3499
slew_headroom = 0.8095
finalMaxSlewViolations = 0
setup_violations = 0
period_used_share = 0.9525

[place]
detailed_place_hpwl_mm = 2.221
gp_congestion = 0.7321
io_buffer_count = 60
dp_slack_ns = 0.09096

[power_and_ir_drop]
finalPower_mw = 0.1738
pwr-share-clk = 0
power.leakage_nw = 0.4977
p_seq_frac = 0
p_comb_frac = 1.000
p_int_mw = 0.1190
ir_worst_vdd_v = 0.00005555
switching_share = 0.3155
switchingPower_mw = 0.05483
powerDensity_nw_per_um2 = 147.0

[job]
cap_violations = 0
warnings = 32

[detailed_routing]
wl_per_cell_um = 14.35
antenna_left = 0
viasPerCell = 4.167
drt-pass1-iter-count = 4
n_antenna_cell = 0
route.detailed.drc = 0
drt_iter0_drc = 21
wl_mm = 2.583
vias = 750

[cts]
hold_buffers = 0

[outcome]
status = complete, no violations

[hold_path]
hold_path.class = input pin to output port
-- layout by cell type (no fill, tap or decap), types with 2 or more instances in the layout --
cell	n
a21o_1	10
nor2b_1	9
and2_1	2
buf_4	10
o22ai_1	8
a21oi_1	16
nor2_1	5
mux2i_1	6
clkdlybuf4s50_1	60
-- how the worst min path moves through the flow --
stage,start,end,slack (ns),depth (start not counted)
6_report,raw_src[18],immediate[5],2.14,3
5_1_grt,raw_src[18],immediate[5],2.16,3
4_1_cts,raw_src[18],immediate[5],2.15,3
-- area by class of cell --
type	count	area, µm²	area share
inverters	1	3.754	0.003175
well taps	46	57.56	0.04868
multi-input cells	62	425.4	0.3598
repair buffers	71	695.7	0.5884
-- power by group through the flow --
stage | combinational [mW] | clock (mW) | sequential (mW)
4_1_cts | 0.175 | 0 | 0
5_1_grt | 0.190 | 0 | 0
6_report | 0.174 | 0 | 0
-- repair_timing --
| action | 4_1_cts | 5_1_grt |
|---|---|---|
| hold endpoints to repair | 0 | 0 |
| setup endpoints to repair | 0 | 10 |
| setup buffers | 0 | 1 |
| gates resized | 0 | 0 |
-- stage by stage --
stage	std cells	utilization	area, µm²
2_1_floorplan	73	-	494.2
3_3_place_gp	179	0.3403	1162
3_5_place_dp	179	0.3403	1162
4_1_cts	179	0.3403	1162
5_1_grt	180	0.3462	1182
6_report	180	0.3462	1182
-- per-layer routing --
layer | wire length, µm | up-vias
met5 | 0 | -
li1 | - | 394
met2 | 1382 | 19
met4 | 0 | 0
met1 | 1053 | 337
met3 | 147 | 0
-- cell families after synthesis --
group           Yosys count  synth area share
buf+inv                  11            0.1392
simple gates             18            0.2253
mux                       6            0.1215
xor+xnor                  1           0.05570
compound gates           37            0.4582
-- worst max-delay path: cells and delay by family --
family / cells / cell delay [ns]
xor+xnor: 1 / 0.23
buf+inv: 3 / 1.15
mux: 1 / 0.22
simple gates: 1 / 0.06
Power and IR drop assume default switching activity.
