==> design.v <==
`timescale 1ns/1ps
module RegisterFile(
  input WE3, clk,
  input [4:0] A1,
  input [4:0] A2,
  input [4:0] A3,
  input [31:0] WD3,
  output reg [31:0] RD1,
  output reg [31:0] RD2
);
  reg [31:0] register_file[31:0];
  always@(posedge clk)
  if (WE3)
    register_file[A3] <= WD3;
  always@(*) begin
    RD1 = (A1==1)? register_file[A1]:0;
    RD2 = (A2==1)? register_file[A2]:0;
  end
endmodule
==> run.sh <==
#!/bin/bash
# OpenROAD 26Q1-2900-gdf79404cd8, Yosys 0.63+post, stock flow scripts
make -C /OpenROAD-flow-scripts/flow DESIGN_CONFIG=/design/flow/config.mk WORK_HOME=/design/flow/orfs finish
==> config.mk <==
export PLATFORM = sky130hd
export DESIGN_NAME = RegisterFile
export DESIGN_NICKNAME = RegisterFile
export VERILOG_FILES = /design/flow/design.v
export SDC_FILE = /design/flow/constraint.sdc
export NUM_CORES = 4
export LEC_CHECK = 1
export CORE_UTILIZATION = 40
==> constraint.sdc <==
current_design RegisterFile

set clk_period 5.6
set clk_io_pct 0.2

create_clock -name clk0 -period $clk_period [get_ports {clk}]

set non_clock_inputs [all_inputs -no_clocks]
set_input_delay [expr $clk_period * $clk_io_pct] -clock clk0 $non_clock_inputs
set_output_delay [expr $clk_period * $clk_io_pct] -clock clk0 [all_outputs]
==> impl_metrics.ini <==
; flow metrics
[cells_and_area]
fillers = 263
final_area_mm2 = 0.002888
layout-drive-gt1-share_pct = 20.09
area_growth_pct = 70.21
regMostFlops = register_file
largest_reg_flops = 32
largestRegisters = register_file (32)
final_cells = 274

[critical_path]
cp-start-kind = primary input
crit_type = in2out
worst-path-max-fanout = 32
worst_ep_arrival_time_ns = 3.26
cp.required_ns = 4.48
endpoint_kind = primary output

[floorplanning]
die_w_um = 67.13
row_count = 23
die_area_mm2 = 0.004506
initial_core_util_pct = 42.11
die_y_um = 67.13
coreArea_mm2 = 0.004029
io_pins = 113

[clock_tree]
cts_buffers = 5
post_cts_buffers = 0
htree_levels = 2
cts_hold_buf = 0
cts_tree = yes
cts.sinks = 32
clockBufferDepth = 2
cts_resized = 0
cts_root_buf = clkbuf_8
cts.clk_slew.worst_paths_ns = 0.07

[synth]
synth_cell_types = 13
edf_count = 32
ys_ff = 32
syn_avg_cell_area_um2 = 14.75
yosys_warnings = 1
synthArstFlopShare_pct = 0
yosysTopAreaCell = edfxtp_1
ys.flop_type = edfxtp_1
ys_cells = 115
area_leaders = edfxtp_1 57%, nor3b_2 22%, and3_1 12%, buf_12 3.5%, clkbuf_1 1.5%
ys_seq_share_pct = 56.64
synthDominantCellAreaShare_pct = 56.64
syn_inst = 115
common_cells = 32 x and3_1, 32 x edfxtp_1, 30 x nor3b_2, 7 x clkbuf_1
syn-cell-area_mm2 = 0.001697
yosys_area_mm2 = 0.001697

[grt]
grt_pass1_wl_mm = 6.141
overflow = 0
grt_antenna_before_repair = 0
track_usage_pct = 19.76
grt_pass1_vias = 1355
grt_max_degree = 33

[pwr]
power.leakage_nw = 1.021
fin_total_pwr_uw = 489.3
powerDensity_mw_per_mm2 = 169.4
peakVddDrop_v = 0.0001406

[placement]
portBuffers = 112
dpl.cell_count = 267
place_congestion = 0.7732
post_dp_cell_area_mm2 = 0.002810
hpwl_mm = 2.731

[drt]
met2_length_mm = 2.038
avgViaCountPerCell = 5.011
antenna_cells = 0
drt_iter0_drc = 76
wl_met3_um = 389
vias = 1373
drc = 0
drt_first_pass_iters = 4
postRouteAntennaNets = 0
wl_met1_mm = 1.579
routed.top_layer = met4
post_drt_wl_per_cell_um = 14.82
drt_wl_total_mm = 4.060

[run]
tool_warnings = 26
drv_cap = 0

[sta]
fmaxAchievable_mhz = 228.5
tightest_slew_ns = 0.8679
tns_ns = 0
maxSlewViolCount = 0
min_period_over_period_pct = 78.16
holdWs_ns = 1.390
timing.slew.headroom_pct = 41.96
hold_viol_final = 0
finalSetupViolations = 0
rsz0062_at_grt = no
period_minus_slack_ns = 4.377

[run_status]
status = finished clean

[min_path]
hold_path_class = in2reg
per-layer routing:
metal	track usage, %	vias to the layer above
met5	0	-
li1	-	650
met2	32.63	78
met4	3.457	0
met3	7.118	6
met1	26.42	639
critical path, cell delays in order:
cell	delay, ns
clkdlybuf4s50_1	0.40
or4b_2	0.66
buf_4	0.29
nor3b_1	0.27
clkdlybuf4s50_1	0.50
metrics by stage:
stage | util [%] | setup WS [ns]
after floorplan | - | 2.025
after global placement | 69.75 | 1.269
after detailed placement | 69.75 | 1.219
after CTS | 71.68 | 1.210
after global routing | 71.68 | 1.100
final | 71.68 | 1.223
cells in the final DEF (no fill, tap or decap):
| master | Yosys | layout |
|---|---|---|
| edfxtp_1 | 32 | 32 |
| nor3b_2 | 30 | 30 |
| clkinv_2 | 0 | 1 |
| nor3b_1 | 2 | 2 |
| buf_4 | 0 | 4 |
| buf_2 | 0 | 1 |
| nor2_4 | 0 | 1 |
| clkdlybuf4s50_1 | 0 | 111 |
| nand2b_1 | 1 | 1 |
| or4b_2 | 1 | 2 |
| clkbuf_1 | 7 | 1 |
| and3_1 | 32 | 32 |
| clkbuf_8 | 0 | 5 |
| nor4_2 | 0 | 1 |
kinds of logic (layout without fill, tap and decap cells):
logic type	after synthesis	in the layout	share of synthesized area, %
buffers and inverters	14	123	6.416
and+or+nand+nor	69	69	36.95
DFF	32	32	56.64
cell type report:
cell class	instances	area [um^2]	area share [%]
clock buffers	6	72.57	2.513
clock inverters	1	5.005	0.1733
multi-input cells	69	640.6	22.18
flip-flops and latches	32	960.9	33.28
well taps	50	62.56	2.166
repair buffers	116	1146	39.69
report_power, final:
part           internal [mW]  switching [mW]  total [mW]
sequential             0.266        0.000855       0.267
combinational         0.0396          0.0189      0.0585
clock                 0.0843          0.0792       0.164
total                  0.390          0.0990       0.489
path summary, 6_finish.rpt:
| kind | startpoint | endpoint | slack (ns) | cells after the start |
|---|---|---|---|---|
| max | A2[2] | RD2[0] | 1.22 | 5 |
| min | WD3[0] | register_file[1][0]$_DFFE_PP_ | 1.39 | 1 |
